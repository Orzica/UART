**config.mk**
```make
export PLATFORM = sky130hd
export DESIGN_NAME = xfda_reciv
export DESIGN_NICKNAME = xfda_reciv
export VERILOG_FILES = /design/flow/design.v
export SDC_FILE = /design/flow/constraint.sdc
export NUM_CORES = 4
export LEC_CHECK = 1
export CORE_UTILIZATION = 30
```
**constraint.sdc**
```tcl
current_design xfda_reciv

set clk_period 21.9
set clk_io_pct 0.2

create_clock -name clk0 -period $clk_period [get_ports {clk}]

set non_clock_inputs [all_inputs -no_clocks]
set_input_delay [expr $clk_period * $clk_io_pct] -clock clk0 $non_clock_inputs
set_output_delay [expr $clk_period * $clk_io_pct] -clock clk0 [all_outputs]
```
**design.v**
```verilog
`timescale 1ns / 1ps
module xfda_reciv(clk,reset,data_in_rx,end_rcv,led,show_me,text_caracter
    );
	input clk , reset , data_in_rx  ;
	output end_rcv , show_me ;
	output [7:0]   led ;
	output [111:0] text_caracter ;
	parameter [1:0] idle = 2'b0 ;
	parameter [1:0] start = 2'b01 ;
	parameter [1:0] d_receive = 2'b10 ;
	parameter [1:0] stop = 2'b11 ;
	reg [1:0]   state        = 2'b0 ;
	reg [9:0]   count        = 10'b0 ;
	reg [3:0]   b_gen        = 4'b0 ;
	reg [7:0]   reg_data_rcv = 8'b0 ;
	reg         reg_end_rcv  = 1'b0 ;
	reg [2:0]   idx          = 3'b0 ;
	reg [7:0]   led_rcvd     = 8'b0 ;
	reg [111:0] plain_t      = 112'b0 ; 
	reg [111:0] p_text       = 112'b0 ;
	reg         show         = 1'b0 ;
	assign end_rcv = reg_end_rcv ;
	assign led     = led_rcvd ;
	assign show_me = show ;
	assign text_caracter[111:0] = p_text[111:0] ; 
	always @(posedge clk) begin
		if ( reset ) begin
			state        <= idle ;
			count        <= 10'b0 ;
			b_gen        <= 4'b0 ;
			reg_data_rcv <= 8'b0 ;
			led_rcvd     <= 8'b0 ;
		end else	 
			case ( state ) 
			idle : begin
				 reg_end_rcv <= 1'b0 ;
				 count       <= 10'b0 ;
				 idx         <= 1'b0 ;
				 if ( ~data_in_rx ) 
					state <= start ;
				 else
					state <= idle ;
					end
			start : begin
					if ( count == 10'b1010001010 ) begin
						count <= 10'b0 ;
							if ( b_gen == 4'b0111 ) begin
								state <= d_receive ;
								b_gen <= 4'b0 ;
							end else begin
								b_gen <= b_gen + 1'b1 ;	
								state <= start ;
									end 
					end else begin 
						count <= count + 1'b1 ;
						state <= start ;
						end
					end
			d_receive : begin
				if ( count == 10'b1010001010 ) begin
					count <= 10'b0 ;
					if ( b_gen == 4'b1111 ) begin
						b_gen        <= 4'b0 ;
						reg_data_rcv <= { data_in_rx , reg_data_rcv[7:1] } ;
						if ( idx == 3'b111 ) begin
							state <= stop ;
							count <= 10'b0 ;
							idx   <= 3'b0 ;
						end else begin
							idx   <= idx + 1'b1 ;
							state <= d_receive ;end
					end else
						b_gen <= b_gen + 1'b1 ;
				end else begin
					count <= count + 1'b1 ;
					state <= d_receive ;
						end
							end
			 stop : begin
				if ( count == 10'b1010001010 ) begin
					count <= 10'b0 ;
					if ( b_gen == 4'b1111 ) begin
						state          <= idle ;
						led_rcvd       <= reg_data_rcv ;
						reg_end_rcv    <= 1'b1 ;
						plain_t[111:0] <= {reg_data_rcv[7:0],plain_t[111:8]};
					end else
						b_gen <= b_gen + 1'b1 ;
				end else
					count <= count + 1'b1 ;
						end
			default : state <= idle ;
		endcase	
			if ( plain_t[7:0] == 8'b0 )
				show <= 1'b0 ;
			else begin 
				show          <= 1'b1 ;
				p_text[111:0] <= plain_t[111:0] ; end
	 end
endmodule
```
**run.sh**
```bash
#!/bin/bash
# OpenROAD 26Q1-2900-gdf79404cd8, Yosys 0.63+post, stock flow scripts
make -C /OpenROAD-flow-scripts/flow DESIGN_CONFIG=/design/flow/config.mk WORK_HOME=/design/flow/orfs finish
```
==> deck_impl_summary.md <==
Implementation Results

Critical path
  • Series of cell instances along the critical path: clkdlybuf4s50_1 > buf_4 > inv_1 > and2_4 > buf_4 > buf_4
  • Arrival time of data at the critical path endpoint: 6.71 ns
  • Library cell contributing the largest single delay on the critical path: sky130_fd_sc_hd__buf_4
  • Startpoint types: input port
  • Endpoint required time on the critical path: 22.08 ns
  • Critical path's top delay family: buffers and inverters
  • Largest stage delay, worst path: 0.51 ns
  • Crit Path Max Fanout: 40
  • Crit Path Category: in2reg
  • Most used cell along the critical path: sky130_fd_sc_hd__buf_4
  • Internal reg-to-reg setup slack: 18.43 ns
  • Endpoint class of the critical path: flip-flop
  • Combined buffer and inverter count along the critical path: 5

Clock network
  • Number of post-CTS setup repair buffers: 0
  • Latency at later pin: 0.54 ns
  • Sink count of the clock tree: 261
  • Cts bufs inserted: 27
  • Buffer cell driving the clock tree root: sky130_fd_sc_hd__clkbuf_16
  • Clock Tree Buf Depth: 3
  • H-tree depth reported by CTS: 1
  • CTS-repair resized insts: 0
  • Clock-pin slew reported for the worst setup and hold paths after clock tree synthesis: 0.07 ns
  • Hold buffers post-CTS: 0
  • TritonCTS clock tree: built

Power
  • Psw: 0.196 mW
  • Power density over the cells: 92.8 mW/mm^2
  • Internal power summed over all cells: 0.850 mW
  • P_leak: 3.86 nW
  • Share of power burned in the clock network: 47.7%
  • Combinational fraction of design power: 1.0%
  • Power Total: 1.05 mW
  • Switching part of the total power: 18.8%
  • Worst VDD drop: 48.2 uV
  • Power share of the sequential group: 51.3%

Yosys
  • Syn Inst Count: 405
  • Total cell area reported by yosys after synthesis: 0.00855 sq mm
  • Yosys stat cell total: 405
  • Synthesized area divided by synthesized cell count: 21.1 sq um
  • Count of flip-flops with a built-in enable after synthesis: 228
  • Ys flops: 261
  • Commonest flop: sky130_fd_sc_hd__edfxtp_1
  • Count of distinct cell types in the synthesized netlist: 43
  • Async S/R FF share, synth: 0%
  • Yosys warning count: 1
  • Proportion of synthesized chip area in sequential cells: 87.8%
  • Synth Cell Area: 0.00855 sq mm

STA
  • Clock skew: 0.0112 ns
  • Unrepaired setup endpoints after global routing: no
  • Final Hold Violation Tally: 0
  • Highest Clock Rate: 153 MHz
  • Minimum clock period: 6.53 ns
  • Relative slew slack: 56.7%
  • Post-route setup TNS: 0 ns
  • Setup violations, final: 0
  • Final worst path period share: 29.8%
  • Number of max-slew violations in the final report: 0
  • Transition time at the pin with the least slew margin: 0.649 ns

GRT
  • Global routing usage summed across all routing layers: 10.1%
  • Global-route wire length before repair: 21,800 um
  • Vias in the first global route: 4,132
  • Gr ovfl total: 0
  • Number of antenna violations at the first check in global routing: 0
  • Largest net degree at the start of global routing: 52

Drt
  • Total iterations of the first detailed-routing run: 4
  • Diodes inserted: 0
  • Number of routed nets with antenna violations: 0
  • First-iteration detailed-routing DRC count: 237
  • Via count of the routed design: 4,027
  • Number of vias per cell: 4.22
  • Residual DRC count: 0
  • Detailed-route wire length: 13,800 um
  • DR WL/cell: 14.4 um

Placement
  • Weighted congestion reported at the end of routability-driven placement: 0.849
  • Post-DP HPWL: 8660 um
  • Count of buffers from port buffering: 124

Floorplan
  • Overall chip area: 0.0292 sq mm
  • Core Footprint: 0.0279 sq mm
  • Top Ports: 125
  • Floorplan die height: 171 um
  • Share of the core filled by cells before placement: 30.6%
  • Site Rows: 61
  • Die extent in x: 171 um

Layout
  • Share of cells above drive strength 1: 11.8%
  • Logic area: 972 sq um
  • Sequential cell area: 0.00751 sq mm
  • Filler instances: 2,456
  • Area added between synthesis and finish: 31.7%

Job
  • Total number of warnings across the stage logs: 29
  • Max-cap violation count: 0

Worst hold path
  • Worst min path class: reg2reg

Run status
  • Status: completed
## area by class of cell
class                      instances  share of cell area [%]
clock inverter                    22                    2.80
clock buffer                      28                    6.03
tap                              378                    4.20
inverter                           6                   0.200
multi-input combinational        129                    8.63
sequential                       261                    66.7
timing repair buffer             131                    11.5
## kinds of logic (layout without fill, tap and decap cells)
group / count (synthesis) / in the layout / synth area share [%]
flops: 261 / 261 / 87.8
simple gates: 79 / 79 / 5.11
mux: 18 / 18 / 2.12
buf+inv: 15 / 187 / 1.13
compound gates: 14 / 14 / 1.64
fa+ha+maj: 9 / 9 / 1.32
xor+xnor: 9 / 9 / 0.922
## routing by layer
layer	vias up	part of all wire (%)	track usage (%)	routed length (um)
met4	0	2.2	2.10	299
met5	-	0	0	0
met3	26	9.9	4.43	1360
met2	175	43	14.3	5930
li1	1887	-	-	-
met1	1939	45	15.5	6170
## worst register-to-register path: stages, from the launching register on
cell,delay [ns]
sky130_fd_sc_hd__dfxtp_1,0.37
sky130_fd_sc_hd__or4b_4,0.62
sky130_fd_sc_hd__nor4_2,0.31
sky130_fd_sc_hd__buf_4,0.25
sky130_fd_sc_hd__and2_4,0.50
sky130_fd_sc_hd__buf_4,0.55
sky130_fd_sc_hd__buf_4,0.51
## state kept, by name, summed over array words and instances, names as in the netlist, named ones only
signal and count:
state 1, count 10, p_text 112, plain_t 112
reg_data_rcv 8, led_rcvd 8, b_gen 4, idx 3
show 1, reg_end_rcv 1
## through the flow
step	hold WS, ns	setup slack, ns	utilization (%)	cell area (sq um)	std cells
after CTS	0.444	15.35	40.3	11300	955
after detailed placement	0.429	14.76	36.8	10300	905
after global placement	0.425	14.84	36.8	10300	905
final	0.441	15.37	40.3	11300	955
after global routing	0.451	15.17	40.3	11300	955
after floorplan	0.421	14.21	-	8550	405
## power by group through the flow
stage	logic (mW)	registers [mW]	clock network (mW)
final	0.0108	0.536	0.499
after global routing	0.0123	0.536	0.536
after CTS	0.0107	0.536	0.513
## cell usage after synthesis (3+ instances only)
library cell	number	area, sq um
sky130_fd_sc_hd__dfxtp_1	33	661
sky130_fd_sc_hd__nor4_1	5	31.3
sky130_fd_sc_hd__edfxtp_1	228	6850
sky130_fd_sc_hd__buf_4	3	22.5
sky130_fd_sc_hd__ha_1	9	113
sky130_fd_sc_hd__nand3_1	7	35.0
sky130_fd_sc_hd__a21oi_1	3	15.0
sky130_fd_sc_hd__mux2i_1	17	170
sky130_fd_sc_hd__nand4_1	10	62.6
sky130_fd_sc_hd__nor3b_1	4	30.0
sky130_fd_sc_hd__nand2_1	6	22.5
sky130_fd_sc_hd__nor2_1	29	109
sky130_fd_sc_hd__nor3_1	3	15.0
sky130_fd_sc_hd__inv_1	6	22.5
sky130_fd_sc_hd__xor2_1	7	61.3
## placed cells by master (no fill, tap or decap), types with 4 or more instances in the layout
cell / n
sky130_fd_sc_hd__nand2_1: 5
sky130_fd_sc_hd__buf_4: 7
sky130_fd_sc_hd__clkinv_1: 4
sky130_fd_sc_hd__inv_1: 6
sky130_fd_sc_hd__clkinvlp_4: 5
sky130_fd_sc_hd__clkdlybuf4s50_1: 124
sky130_fd_sc_hd__bufinv_16: 7
sky130_fd_sc_hd__xor2_1: 7
sky130_fd_sc_hd__nor2_1: 29
sky130_fd_sc_hd__mux2i_1: 17
sky130_fd_sc_hd__dfxtp_1: 33
sky130_fd_sc_hd__nand4_1: 10
sky130_fd_sc_hd__nand3_1: 7
sky130_fd_sc_hd__ha_1: 9
sky130_fd_sc_hd__nor3b_1: 4
sky130_fd_sc_hd__edfxtp_1: 228
sky130_fd_sc_hd__clkbuf_16: 27
## final timing paths
check                                           start              endpoint  cells after the start
worst max-delay path                            reset  plain_t[4]$_DFFE_PP_                      6
worst min-delay path            plain_t[84]$_DFFE_PP_  p_text[84]$_DFFE_PP_                      0
worst max register to register    count[2]$_SDFF_PP0_  plain_t[4]$_DFFE_PP_                      6
worst min register to register  plain_t[84]$_DFFE_PP_  p_text[84]$_DFFE_PP_                      0
Power and IR drop assume default switching activity.
